[flow/design.v]
module snake
	(
		CLOCK_50,						 
        KEY,
        SW,
		  HEX0,
		  LEDR,
		VGA_CLK,   						 
		VGA_HS,							 
		VGA_VS,							 
		VGA_BLANK_N,						 
		VGA_SYNC_N,						 
		VGA_R,   						 
		VGA_G,	 						 
		VGA_B   						 
	);
	input			CLOCK_50;				 
	input   [9:0]   SW;
	input   [3:0]   KEY;
	output   [6:0]   HEX0;
	output [9:0] LEDR;
	output			VGA_CLK;   				 
	output			VGA_HS;					 
	output			VGA_VS;					 
	output			VGA_BLANK_N;				 
	output			VGA_SYNC_N;				 
	output	[9:0]	VGA_R;   				 
	output	[9:0]	VGA_G;	 				 
	output	[9:0]	VGA_B;   				 
	wire resetn;
	assign resetn = KEY[0];
	wire [2:0] colour;
	wire [7:0] x;
	wire [6:0] y;
	wire writeEn;
	vga_adapter VGA(
			.resetn(resetn),
			.clock(CLOCK_50),
			.colour(colour),
			.x(x),
			.y(y),
			.plot(writeEn),
			.VGA_R(VGA_R),
			.VGA_G(VGA_G),
			.VGA_B(VGA_B),
			.VGA_HS(VGA_HS),
			.VGA_VS(VGA_VS),
			.VGA_BLANK(VGA_BLANK_N),
			.VGA_SYNC(VGA_SYNC_N),
			.VGA_CLK(VGA_CLK));
		defparam VGA.RESOLUTION = "160x120";
		defparam VGA.MONOCHROME = "FALSE";
		defparam VGA.BITS_PER_COLOUR_CHANNEL = 1;
		defparam VGA.BACKGROUND_IMAGE = "snake8.mif";
	wire [7:0] counter_load_value;
	wire counter_load;
	wire counter_clear; 
	wire [7:0] counter_value;
   wire update; 
   integer count;
	integer size = 1;
   reg [7:0] snakeX [0:100];
   reg [6:0] snakeY [0:100];
	reg [2:0] snakeC [0:100];
	reg [7:0] appleX;
	reg [6:0] appleY;
	reg [2:0] appleC;
	integer count_segment;
   Clock_divider update_clock(
       .clock_in(CLOCK_50),
       .clock_out(update)
   );
	assign LEDR[0] = update;
   wire [4:0] direction;
	assign direction = SW[4:0];
	wire started; 
	 always@(posedge update)
	 begin
		if(started)
		begin
			  for(count = 6; count > 0; count = count - 1)
			  begin
				if(count <= size - 1)
		      begin
					snakeX[count] <= snakeX[count - 1];
					snakeY[count] <= snakeY[count - 1];
					snakeC[count] <= 3'b000;
				end
				else 
				begin
				   snakeX[count] <= 50;
					snakeY[count] <= 50;
					snakeC[count] <= 3'b011;
				end
			  end
			case(direction)
				5'b00010: begin
					snakeY[0] <= snakeY[0] - 1;
					snakeC[count] = 3'b101;
				end
				5'b00100: begin 
					snakeX[0] <= snakeX[0] - 1;
					snakeC[count] <= 3'b101;
				end
				5'b01000: begin
					snakeY[0] <= snakeY[0] + 1;
					snakeC[count] <= 3'b101;
				end
				5'b10000: begin
					snakeX[0] <= snakeX[0] + 1;
					snakeC[count] <= 3'b101;
				end
				default: begin 
					snakeX[0] <= snakeX[0] + 1;
					snakeC[count] <= 3'b101;
				end
			endcase
		  end
		  else if (!started)
		  begin
				snakeX[0] <= 11;
				snakeY[0] <= 10;
				snakeC[0] <= 3'b101;
		  end
	  end
    behav_counter general_counter(
    	.d(counter_load_value),
    	.clk(CLOCK_50),
    	.clear(counter_clear),
    	.load(1'b0),
    	.qd(counter_value)
    );
	control C0(
		.clk(CLOCK_50),
		.resetn(resetn),
		.key1(KEY[1]),
		.key3(KEY[3]),
		.update(update),
		.gcounter_value(counter_value),
		.snakeX(snakeX[counter_value]),
		.snakeY(snakeY[counter_value]),
		.snakeC(snakeC[counter_value]),
		.writeEN(writeEn),
		.x(x),
		.y(y),
		.col(colour),
		.gcounter_load_value(counter_load_value),
		.gcounter_load(counter_load),
		.gcounter_clear(counter_clear),
		.started(started),
		.state(state)
	);
	wire [5:0] state;
	hex_display hex0(
		.OUT(HEX0),
		.IN(state)
		);
endmodule
module control(
    input clk,
    input resetn,
    input key1,
    input key3,
    input update,
    input [7:0] gcounter_value,
	 input [7:0] snakeX,
	 input [6:0] snakeY,
	 input [2:0] snakeC,
	 input [7:0] appleX,
	 input [6:0] appleY,
	 input [2:0] appleC,
    output reg writeEN,
    output reg [7:0] x,
    output reg [6:0] y,
    output reg [2:0] col,
	 output reg [7:0] a_x,
    output reg [6:0] a_y,
    output reg [2:0] a_col,
    output reg [7:0] gcounter_load_value,
    output reg gcounter_load,
    output reg gcounter_clear,
	 output reg started,
	 output reg [3:0] state
    );
    reg [5:0] current_state, next_state; 
    localparam  S_INITIALIZE_TOP_BORDER           = 5'd0,
    			S_DRAW_TOP_BORDER                     = 5'd1,
    			S_INITIALIZE_LEFT_BORDER              = 5'd2,
    			S_DRAW_LEFT_BORDER                    = 5'd3,
    			S_INITIALIZE_RIGHT_BORDER             = 5'd4,
    			S_DRAW_RIGHT_BORDER                   = 5'd5,
    			S_INITIALIZE_BOTTOM_BORDER            = 5'd6,
    			S_DRAW_BOTTOM_BORDER                  = 5'd7,
    			S_INITIALIZE_START                    = 5'd8,
            S_UPDATE_SNAKE_APPLE                  = 5'd9,
				S_DRAW_SNAKE_APPLE                    = 5'd10,
            S_GAME_OVER     	                    = 5'd11;
    always@(*)
    begin: state_table 
        case (current_state)
            S_INITIALIZE_TOP_BORDER: next_state = S_DRAW_TOP_BORDER;
            S_DRAW_TOP_BORDER: next_state = (gcounter_value == 119) ? S_INITIALIZE_LEFT_BORDER : S_DRAW_TOP_BORDER; 
            S_INITIALIZE_LEFT_BORDER: next_state = S_DRAW_LEFT_BORDER;
            S_DRAW_LEFT_BORDER: next_state = (gcounter_value == 119) ? S_INITIALIZE_RIGHT_BORDER : S_DRAW_LEFT_BORDER;
            S_INITIALIZE_RIGHT_BORDER: next_state = S_DRAW_RIGHT_BORDER;
            S_DRAW_RIGHT_BORDER: next_state = (gcounter_value == 119) ? S_INITIALIZE_BOTTOM_BORDER : S_DRAW_RIGHT_BORDER;
            S_INITIALIZE_BOTTOM_BORDER: next_state = S_DRAW_BOTTOM_BORDER;
            S_DRAW_BOTTOM_BORDER: next_state = (gcounter_value == 119) ? S_INITIALIZE_START : S_DRAW_BOTTOM_BORDER;
				S_INITIALIZE_START: next_state = !key1 ? S_UPDATE_SNAKE_APPLE : S_INITIALIZE_START;
				S_UPDATE_SNAKE_APPLE: next_state = !update ? S_DRAW_SNAKE_APPLE : S_UPDATE_SNAKE_APPLE;
				S_DRAW_SNAKE_APPLE: next_state = (gcounter_value == 4) ? S_UPDATE_SNAKE_APPLE : S_DRAW_SNAKE_APPLE;
				default:     next_state = S_INITIALIZE_TOP_BORDER;
			endcase
    end  
    always @(*)
    begin: enable_signals
        writeEN = 1'b0;
        case (current_state)
            S_INITIALIZE_TOP_BORDER: begin
            	gcounter_load = 1'b1;
			      gcounter_clear = 1'b0;
				   state = 4'b0000;
            	end
            S_DRAW_TOP_BORDER: begin
            	writeEN = 1'b1;
            	gcounter_load = 1'b0;
					gcounter_clear = 1'b1;
            	x = gcounter_value;
            	y = 8'b00000000;
            	col = 3'b101;
					state = 4'b0001;
            	end
            S_INITIALIZE_LEFT_BORDER: begin
            	gcounter_load = 1'b1;
            	gcounter_load_value = 0;
					gcounter_clear = 1'b0;
					state = 4'b0010;
            	end
            S_DRAW_LEFT_BORDER: begin
            	writeEN = 1'b1;
            	gcounter_load = 1'b0;
					gcounter_clear = 1'b1;
            	x = 8'b00000000;
            	y = gcounter_value;
            	col = 3'b101;
					state = 4'b0011;
            	end
            S_INITIALIZE_RIGHT_BORDER: begin
            	gcounter_load = 1'b1;
            	gcounter_load_value = 0;
					gcounter_clear = 1'b0;
					state = 4'b0100;
            	end
            S_DRAW_RIGHT_BORDER: begin
            	writeEN = 1'b1;
            	gcounter_load = 1'b0;
					gcounter_clear = 1'b1;
            	x = 119;
            	y = gcounter_value;
            	col = 3'b101;
					state = 4'b0101;
            	end
            S_INITIALIZE_BOTTOM_BORDER: begin
            	gcounter_load = 1'b1;
            	gcounter_load_value = 0;
					gcounter_clear = 1'b0;
					state = 4'b0110;
            	end
            S_DRAW_BOTTOM_BORDER: begin
            	writeEN = 1'b1;
            	gcounter_load = 1'b0;
					gcounter_clear = 1'b1;
            	x = gcounter_value;
            	y = 8'b01110111;
            	col = 3'b101;
					state = 4'b0111;
            	end
            S_INITIALIZE_START: begin
					started = 1'b0;
					gcounter_clear = 1'b0;
               writeEN = 1'b1;
               x = snakeX;
            	y = snakeY;
            	col = snakeC;
					state = 4'b1000;
            	end
				S_UPDATE_SNAKE_APPLE: begin 
					gcounter_clear = 1'b0;
               writeEN = 1'b0;
					started = 1'b1;
					state = 4'b1001;
					end
				S_DRAW_SNAKE_APPLE: begin 
					gcounter_clear = 1'b1;
					writeEN = 1'b1;
					x = snakeX;
            	y = snakeY;
            	col = snakeC;
					state = 4'b1010;
					end 
        endcase
    end  
    always@(posedge clk)
    begin: state_FFs
        if(!resetn)
            current_state <= S_INITIALIZE_TOP_BORDER;
        else
            current_state <= next_state;
    end  
endmodule
module joystick_direction ();
endmodule 
module Clock_divider(clock_in, clock_out);
    input clock_in;  
    output reg clock_out;  
    reg[27:0] counter=28'd0;
    parameter DIVISOR = 28'd10000000;
    always @(posedge clock_in)
    begin
        counter <= counter + 28'd1;
        if(counter>=(DIVISOR-1)) begin
            counter <= 28'd0;
				clock_out = 1'b1;
				end 
		  else 
				clock_out = 1'b0;
    end
endmodule
module snake_body_counter(
    out,   
    enable,   
    clk,   
    reset   
    );
    output integer out;
    input enable, clk, reset;
    always @(posedge clk)
    begin
        if (!reset) begin
            out = 0;
        end 
		  else if (out == 100) begin
				out = 0;
		  end
        else if (enable) begin
            out = out + 1;
        end
    end
endmodule
module behav_counter( d, clk, clear, load, qd);
	input   [7:0] d;
	input   clk;
	input   clear;
	input   load;
	output  [7:0] qd;
	reg     [7:0] cnt;
	always @ (posedge clk)
	begin
	    if (!clear)
	        cnt <= 8'b00000000;
	    else if (load)
	        cnt <= d;
	    else
	        cnt <= cnt + 1;
	end 
	assign qd = cnt;
endmodule
module hex_display(IN, OUT);
    input [3:0] IN;
	 output reg [7:0] OUT;
	 always @(*)
	 begin
		case(IN[3:0])
			4'b0000: OUT = 7'b1000000;
			4'b0001: OUT = 7'b1111001;
			4'b0010: OUT = 7'b0100100;
			4'b0011: OUT = 7'b0110000;
			4'b0100: OUT = 7'b0011001;
			4'b0101: OUT = 7'b0010010;
			4'b0110: OUT = 7'b0000010;
			4'b0111: OUT = 7'b1111000;
			4'b1000: OUT = 7'b0000000;
			4'b1001: OUT = 7'b0011000;
			4'b1010: OUT = 7'b0001000;
			4'b1011: OUT = 7'b0000011;
			4'b1100: OUT = 7'b1000110;
			4'b1101: OUT = 7'b0100001;
			4'b1110: OUT = 7'b0000110;
			4'b1111: OUT = 7'b0001110;
			default: OUT = 7'b0111111;
		endcase
	end
endmodule
[flow/run.sh]
#!/bin/bash
# OpenROAD 26Q1-2900-gdf79404cd8, Yosys 0.63+post, stock flow scripts
make -C /OpenROAD-flow-scripts/flow DESIGN_CONFIG=/design/flow/config.mk WORK_HOME=/design/flow/orfs finish
[flow/config.mk]
export PLATFORM = sky130hd
export DESIGN_NAME = control
export DESIGN_NICKNAME = control
export VERILOG_FILES = /design/flow/design.v
export SDC_FILE = /design/flow/constraint.sdc
export NUM_CORES = 4
export LEC_CHECK = 1
export CORE_AREA = 10 10 98 98
export DIE_AREA = 0 0 108 108
[flow/constraint.sdc]
current_design control

set clk_period 3.8
set clk_io_pct 0.2

create_clock -name clk0 -period $clk_period [get_ports {clk}]

set non_clock_inputs [all_inputs -no_clocks]
set_input_delay [expr $clk_period * $clk_io_pct] -clock clk0 $non_clock_inputs
set_output_delay [expr $clk_period * $clk_io_pct] -clock clk0 [all_outputs]
==> reports/metrics.csv <==
stage,metric,value,unit
run_status,outcome,finished clean,
sta,"Min Clock Period, post-route",2.70,ns
synthesis,asr flop ratio synth,0,
sta,TNS Setup,0,ns
clocking,worst-case clock buffer depth,2,
clocking,cts bufs inserted,3,
final_layout,layout cells sized above 1,0.0619,
global_routing,"Remaining Overflow, GRT",0,
sta,fin. max-slew vios,0,
setup_path,CP Launch Type,flop,
sta,"Setup violations, final",0,
hold_path,HP Class,reg2reg,
flow_run,tool warnings,44,
synthesis,top cell type by instance count after synthesis,buf_4,
global_routing,first-pass GRT wire length,5.29,mm
global_routing,GRT Resource Usage Total,0.0552,
setup_path,CP arrival,1.94,ns
sta,Fin. Hold Viols,0,
final_layout,Layout area overhead,41.4,%
floorplanning,io pins,101,
synthesis,Top cell area share,0.272,
detailed_routing,via count,1080,
sta,PnR worst setup slack,1.10,ns
detailed_routing,drt pass-1 iters,4,
global_routing,vias in the first global route,1043,
setup_path,worst r2r src,current_state[1],
power_and_ir_drop,peak supply drop,73.4,µV
synthesis,Syn Inst Count,143,
detailed_routing,DR WL/cell,12.4,µm
setup_path,"reg-to-reg slack, setup",2.87,ns
sta,endpoints left unconstrained,50,
clocking,postcts setup bufs,0,
floorplanning,core area,7650,µm²
detailed_routing,Iteration-0 DRC Markers,42,
detailed_routing,Residual DRC,0,
synthesis,Yosys top cell by area,dlxtn_1,
setup_path,Critical Path Fanout Max,19,
clocking,hold_buf cts,0,
floorplanning,vertical die size,108,µm
detailed_routing,number of antenna diodes,0,
sta,Fmax,371,MHz
setup_path,crit end category,primary output,
synthesis,Synth Area per Inst,9.63,µm²
sta,fin crit share,0.710,
floorplanning,chip area,11700,µm²
setup_path,worst setup path end,writeEN,
synthesis,Complex Gates by Area,0.136,
placement,global placement routability congestion,0.765,
synthesis,Synth Flop Type,dlxtn_1,
setup_path,"Req. time, crit path",3.04,ns
power_and_ir_drop,Leakage Power,0.841,nW
floorplanning,die x size,108,µm
floorplanning,Starting Density,0.180,
sta,Worst Skew,0.000711,ns
final_layout,Fillers,812,
synthesis,Main logic family,simple AND/OR/NAND/NOR gates,
clocking,TritonCTS clock tree,built,
synthesis,YS chip area,1380,µm²
synthesis,Main area contributors,"dlxtn_1 27%, dfxtp_1 16%, buf_4 14%",
clocking,clock-pin slew on the worst setup and hold paths,0.05,ns
sta,register pins left without a clock,25,
placement,PortBufs,55,
sta,worst slew pin tran,0.510,ns
detailed_routing,post-route ant nets,0,
setup_path,worst r2r path cells,3,
synthesis,Basic Gates by Area,0.233,
synthesis,"XOR Share, Synth",0,
synthesis,# Cells Yosys,143,
synthesis,synth cell count leaders,"26 x buf_4, 25 x dlxtn_1, 12 x nand2_1",
synthesis,Yosys cell types,34,
clocking,clock root cell,clkbuf_8,
flow_run,max-cap violations,0,
setup_path,reg2reg end,current_state[7],
detailed_routing,Routed WL,3.66,mm
setup_path,CP Class,reg2out,
synthesis,Post-synth EDFFs,0,
synthesis,mapped cell area,1380,µm²
final_layout,final core utilization,0.255,
clocking,clock latency (worst-skew pair),0.23,ns
placement,Setup WS pre-CTS,1.33,ns
sta,Hold Slack,0.478,ns
clocking,htree depth,1,
power_and_ir_drop,"Power, Total",0.322,mW
global_routing,initial antenna violation count,0,
clocking,post-cts sizing count,0,
global_routing,largest net degree at the start of global routing,27,
floorplanning,Site Rows,32,
sta,RSZ-0062 raised after global routing,false,
placement,Post-DP HPWL,3.09,mm
sta,Worst slew margin,0.659,
synthesis,Synth Warn #,19,
synthesis,#FFs+latches synth,36,
setup_path,CP startpoint,current_state[8],
synthesis,Post-synth mux share,0,
detailed_routing,vias per std cell,3.65,
synthesis,"FA/HA/MAJ Cells, Area Fraction",0,
power_and_ir_drop,Pwr Density,165,nW/µm²
-- logic make-up (layout without fill, tap and decap cells) --
family	count (synthesis)	after routing
flip-flops	11	11
other	1	26
buffers and inverters	37	63
AND/OR/NAND/NOR	46	46
AND-OR/OR-AND	23	23
latches	25	25
-- area by class of cell --
type	instances	area [µm²]	area share
repair buffers	57	566	0.290
inverters	2	7.51	0.00385
multi-input cells	95	607	0.311
clock buffers	4	45.0	0.0231
well taps	102	128	0.0655
flip-flops and latches	36	596	0.306
-- registers in the layout, summed over array words and instances, names as in the netlist --
name	cells
started	1
col	3
current_state	11
x	8
state	4
gcounter_load	1
y	7
gcounter_clear	1
-- how the worst min path moves through the flow --
| stage | start | end | slack [ns] | depth (start not counted) |
|---|---|---|---|---|
| final | current_state[2] | current_state[8] | 0.48 | 2 |
| after global routing | current_state[2] | current_state[8] | 0.50 | 2 |
| after CTS | current_state[0] | current_state[6] | 0.48 | 2 |
-- placed cells by master, fill, tap and decap left out, drive strengths merged --
cell	count
clkdlybuf4s50	55
conb	26
dlxtn	25
nand2	12
dfxtp	11
nor3b	6
a211o	6
a221o	6
nand2b	6
nor4	5
and3	4
o21ai	4
clkbuf	4
a22o	3
nor2	2
and2	2
inv	2
buf	2
or2	2
or4	2
a31o	2
or3	1
nor3	1
nand3	1
o22ai	1
or2b	1
a21oi	1
nor2b	1
-- critical path, cell delays in order, from the launching register on --
cell and delay (ns):
dfxtp_1 0.41, or2_2 0.44, nor4_4 0.15, buf_4 0.24, inv_1 0.05, clkdlybuf4s50_1 0.40
-- stage by stage --
stage,std cells,instance area (µm²)
finish,296,1950
global route,296,1950
CTS,296,1950
detailed placement,292,1900
global placement,292,1900
floorplan,168,1470
-- power breakdown --
| part | switching (mW) | internal [mW] |
|---|---|---|
| registers | 0.00360 | 0.137 |
| clock network | 0.0386 | 0.0732 |
| logic | 0.0246 | 0.0454 |
-- metal layers --
metal,track usage,vias up,part of all wire
met5,0,-,0
met4,0.00859,0,0.013
met3,0.0102,4,0.049
met2,0.0987,36,0.53
met1,0.0684,496,0.40
li1,-,544,-
Power and IR drop assume default switching activity.
